### ./run.sh
#!/bin/bash
# OpenROAD 26Q1-2900-gdf79404cd8, Yosys 0.63+post, stock flow scripts
make -C /OpenROAD-flow-scripts/flow DESIGN_CONFIG=/design/flow/config.mk WORK_HOME=/design/flow/orfs finish
### ./config.mk
export PLATFORM = sky130hd
export DESIGN_NAME = Reference_Model
export DESIGN_NICKNAME = Reference_Model
export VERILOG_FILES = /design/flow/design.v
export SDC_FILE = /design/flow/constraint.sdc
export NUM_CORES = 4
export LEC_CHECK = 1
export CORE_AREA = 10 10 74 74
export DIE_AREA = 0 0 84 84
### ./constraint.sdc
current_design Reference_Model

set clk_period 6.6
set clk_io_pct 0.2

create_clock -name clk0 -period $clk_period

set non_clock_inputs [all_inputs -no_clocks]
set_input_delay [expr $clk_period * $clk_io_pct] -clock clk0 $non_clock_inputs
set_output_delay [expr $clk_period * $clk_io_pct] -clock clk0 [all_outputs]
### ./design.v
module Reference_Model (
  input wire [7:0] input_data_a,
  input wire [7:0] input_data_b,
  input wire [2:0] operation,
  output wire [7:0] output_data
);
reg [7:0]ref_out;
always @(*) begin
  case (operation)
    3'b000:ref_out  = input_data_a + input_data_b;
    3'b001:ref_out = input_data_a - input_data_b;
    3'b010:ref_out= input_data_a & input_data_b;
    3'b011:ref_out = input_data_a | input_data_b;
    3'b100:ref_out= input_data_a ^ input_data_b;
    default:ref_out = 8'b0;  
  endcase
end
assign output_data = ref_out;
endmodule
==> results.ini <==
[critical_path]
cp_max_fo = 12
path_delay_family = buffers and inverters
timing.setup.critical_path_class = input pin to output port
crit_buf_inv = 3
crit_arrival_ns = 4.61
critPathLaunchType = input pin
worstPathRequired_ns = 5.28
crit_top_cell = clkdlybuf4s50_1
crit_path_top_delay_cell = clkdlybuf4s50_1
crit_chain = clkdlybuf4s50_1 -> or2_1 -> nor2_8 -> mux2_1 -> inv_1 -> ha_1 -> nand3b_1 -> nand2_1 -> a31oi_1 -> o21ai_0 -> xnor2_1 -> o221ai_2 -> clkdlybuf4s50_1
end_kind = output port
cpPeakStageDelay_ns = 0.59

[final_layout]
area_growth_pct = 32.5
flops = 0
fin_area_um2 = 1230
clock_buffer_count = 0
drive_gt1_share_pct = 2.63
seq_area_um2 = 0
fin_cells = 202

[placed_design]
placed_area_um2 = 1230
dp_cells = 202
globalplace.congestion = 0.899
port_buffers = 27
place_hpwl_um = 2170

[floorplanning]
die_area_um2 = 7060
die_y_um = 84
initial_core_util_pct = 23.4
coreArea_um2 = 3970
chipWidth_um = 84
io_pins = 27
rows = 23

[power]
cellPowerDensity_nw_per_um2 = 79.4
internal_power_mw = 0.0523
power_frac_seq_pct = 0
clkPwrFrac_pct = 0
combinationalPowerShare_pct = 100.0
p_switching_mw = 0.0457
swShare_pct = 46.6
ir_drop_uv = 34.2
finalPower_mw = 0.0980
leakage_nw = 0.573

[sta]
slew_viol_final = 0
slew_headroom_pct = 67.4
fin_crit_sh_pct = 89.8
finalSetupViolCount = 0
hold_violations = 0
worstMarginPinSlew_ns = 0.487
tns_ns = 0
fin_crit_ns = 5.93
fmax_mhz = 169
rsz0062_at_grt = no

[grt]
grt_pass1_wl_um = 4270
grt.overflow.total = 0
grt_usage_pct = 6.85
grt_max_degree = 15
grt_pass1_vias = 905
grt_antenna_before_repair = 0

[route]
route.antenna.diode_count = 0
drcViolationCount = 0
antenna_left = 0
vias_per_cell = 4.47
drt-total-wl_um = 2490
drt-pass1-iter-count = 4
drtIter0Drc = 21
vias = 903
wl_per_cell_um = 12.3

[status]
run_status = finished, final reports clean

[logic_synthesis]
most_common_cell = ha_1
top_cells_by_count = 24 x ha_1, 18 x inv_1, 11 x nor2_1
yosysWarnings = 1
yosysUniqueCellTypes = 30
ys_area_um2 = 931
yosys-stat-cells = 129
syn_avg_cell_area_um2 = 7.22
yosysTopAreaCell = ha_1
topCellsByArea = ha_1 32%, xnor2_1 9.4%, inv_1 7.3%
syn_inst = 129
ys_seq_share_pct = 0
syn-cell-area_um2 = 931
synth_top_area_share_pct = 32.3

[worst_hold_path]
min_path_type = input pin to output port

[clock_tree]
cts_resized = 0
post_cts_buffers = 0
cts_hold_buf = 0

[run]
drv_cap = 0
warning_count = 41

==> cell usage in the layout (no fill, tap or decap), drive strengths merged, types with 2 or more instances in the layout <==
cell           Yosys  layout
nor2              12      12
ha                24      24
inv               19      19
a21oi              9       9
nand2b             2       2
mux2i              2       2
o21ai             10      10
o221ai             3       3
clkdlybuf4s50      0      27
a31oi              4       4
nand2              8       8
nor3               3       3
xnor2             10      10
nor3b              2       2
nand3              5       5
nor2b              2       2
==> cell type report <==
| class | instances | area (um2) |
|---|---|---|
| fillers | 450 | 2740 |
| inverters | 19 | 71.3 |
| multi-input cells | 106 | 830 |
| well taps | 50 | 62.6 |
| repair buffers | 27 | 270 |
==> kinds of logic after synthesis <==
family,Yosys count,synth area share [%]
adder cells (fa/ha/maj),25,34.4
AND/OR/NAND/NOR,37,20.6
XOR/XNOR,11,10.3
buffers and inverters,23,10.9
multiplexers,3,3.36
AND-OR/OR-AND,30,20.4
==> power by group through the flow <==
stage	Sequential (mW)	Clock (mW)	Combinational, mW
5_1_grt	0	0	0.111
6_report	0	0	0.0980
4_1_cts	0	0	0.0996
==> metrics by stage <==
| stage | utilization, % | hold WS (ns) | worst slack, ns |
|---|---|---|---|
| after floorplan | - | 2.77 | 1.97 |
| after global placement | 31.1 | 3.81 | 0.719 |
| after detailed placement | 31.1 | 3.82 | 0.634 |
| after CTS | 31.1 | 3.82 | 0.629 |
| after global routing | 31.1 | 3.89 | 0.482 |
| final | 31.1 | 3.80 | 0.672 |
==> worst paths after layout <==
kind,start,to,slack [ns],depth (start not counted)
setup / recovery,operation[2],output_data[7],0.67,13
hold / removal,operation[1],output_data[1],3.80,3
==> metal layers <==
layer	routed length [um]	vias to the layer above	global-route usage, %
met1	1310	392	10.1
met4	0	0	0
li1	-	487	-
met3	93	0	0.689
met5	0	-	0
met2	1080	24	10.9
Power is estimated from default activity; no workload was simulated.
